[flow/run.sh]
#!/bin/bash
# OpenROAD 26Q1-2900-gdf79404cd8, Yosys 0.63+post, stock flow scripts
make -C /OpenROAD-flow-scripts/flow DESIGN_CONFIG=/design/flow/config.mk WORK_HOME=/design/flow/orfs finish
[flow/config.mk]
export PLATFORM = sky130hd
export DESIGN_NAME = bridge_top
export DESIGN_NICKNAME = bridge_top
export VERILOG_FILES = /design/flow/design.v
export SDC_FILE = /design/flow/constraint.sdc
export NUM_CORES = 4
export LEC_CHECK = 1
export CORE_UTILIZATION = 50
export SYNTH_HDL_FRONTEND = slang
[flow/constraint.sdc]
current_design bridge_top

set clk_period 12.3
set clk_io_pct 0.2

create_clock -name clk0 -period $clk_period [get_ports {Hclk}]

set non_clock_inputs [all_inputs -no_clocks]
set_input_delay [expr $clk_period * $clk_io_pct] -clock clk0 $non_clock_inputs
set_output_delay [expr $clk_period * $clk_io_pct] -clock clk0 [all_outputs]
[flow/design.v]
module ahb_slave(
    Hclk,
    Hresetn,
    Hwrite,
    Hreadyin,
    Htrans,
    Haddr,
    Hwdata,
    Prdata,
    valid,
    Haddr1,
    Haddr2,
    Hwdata1,
    Hwdata2,
    Hrdata,
    Hwritereg,
    tempselx,
    Hresp
);
input Hclk, Hresetn;
input Hwrite, Hreadyin;
input [1:0] Htrans;
input [31:0] Haddr, Hwdata, Prdata;
output reg valid;
output reg [31:0] Haddr1, Haddr2, Hwdata1, Hwdata2;
output [31:0] Hrdata; 
output reg Hwritereg;
output reg [2:0] tempselx;
output [1:0] Hresp;
always @(posedge Hclk)
    begin
        if (~Hresetn)
            begin
                Haddr1 <= 0;
                Haddr2 <= 0;
            end
        else
            begin
                Haddr1 <= Haddr;
                Haddr2 <= Haddr1;
            end
    end
always @(posedge Hclk)
    begin
        if (~Hresetn)
            begin
                Hwdata1 <= 0;
                Hwdata2 <= 0;
            end
        else
            begin
                Hwdata1 <= Hwdata;
                Hwdata2 <= Hwdata1;
            end
    end
always @(posedge Hclk)
    begin    
        if (~Hresetn)
            Hwritereg <= 0;
        else
            Hwritereg <= Hwrite;
    end
always @(Hreadyin, Haddr, Htrans, Hresetn)
    begin
        valid = 0;
        if (Hresetn && Hreadyin && (Haddr >= 32'h8000_0000 && Haddr < 32'h8C00_0000) && (Htrans == 2'b10 || Htrans == 2'b11))
            valid = 1;
    end
always @(Haddr, Hresetn)
    begin
        tempselx = 3'b000;
        if (Hresetn && Haddr >= 32'h8000_0000 && Haddr < 32'h8400_0000)
            tempselx = 3'b001;
        else if (Hresetn && Haddr >= 32'h8400_0000 && Haddr < 32'h8800_0000)
            tempselx = 3'b010;
        else if (Hresetn && Haddr >= 32'h8800_0000 && Haddr < 32'h8C00_0000)
            tempselx = 3'b100;
    end
assign Hrdata = Prdata;
assign Hresp = 2'b00;
endmodule
module apb_controller( Hclk,Hresetn,valid,Haddr1,Haddr2,Hwdata1,Hwdata2,Prdata,Hwrite,Haddr,Hwdata,Hwritereg,tempselx, 
                           Pwrite,Penable,Pselx,Paddr,Pwdata,Hreadyout);
input Hclk,Hresetn,valid,Hwrite,Hwritereg;
input [31:0] Hwdata,Haddr,Haddr1,Haddr2,Hwdata1,Hwdata2,Prdata;
input [2:0] tempselx;
output reg Pwrite,Penable;
output reg Hreadyout;  
output reg [2:0] Pselx;
output reg [31:0] Paddr,Pwdata;
parameter ST_IDLE=3'b000;
parameter ST_WWAIT=3'b001;
parameter ST_READ= 3'b010;
parameter ST_WRITE=3'b011;
parameter ST_WRITEP=3'b100;
parameter ST_RENABLE=3'b101;
parameter ST_WENABLE=3'b110;
parameter ST_WENABLEP=3'b111;
reg [2:0] PRESENT_STATE,NEXT_STATE;
always @(posedge Hclk)
 begin:PRESENT_STATE_LOGIC
  if (~Hresetn)
    PRESENT_STATE<=ST_IDLE;
  else
    PRESENT_STATE<=NEXT_STATE;
 end
always @(PRESENT_STATE,valid,Hwrite,Hwritereg)
 begin:NEXT_STATE_LOGIC
  case (PRESENT_STATE)
    ST_IDLE:begin
         if (~valid)
          NEXT_STATE=ST_IDLE;
         else if (valid && Hwrite)
          NEXT_STATE=ST_WWAIT;
         else 
          NEXT_STATE=ST_READ;
        end    
    ST_WWAIT:begin
         if (~valid)
          NEXT_STATE=ST_WRITE;
         else
          NEXT_STATE=ST_WRITEP;
        end
    ST_READ: begin
           NEXT_STATE=ST_RENABLE;
         end
    ST_WRITE:begin
          if (~valid)
           NEXT_STATE=ST_WENABLE;
          else
           NEXT_STATE=ST_WENABLEP;
         end
    ST_WRITEP:begin
           NEXT_STATE=ST_WENABLEP;
          end
    ST_RENABLE:begin
             if (~valid)
              NEXT_STATE=ST_IDLE;
             else if (valid && Hwrite)
              NEXT_STATE=ST_WWAIT;
             else
              NEXT_STATE=ST_READ;
           end
    ST_WENABLE:begin
             if (~valid && Hwritereg) 
              NEXT_STATE=ST_IDLE;
             else if (valid && Hwritereg)
              NEXT_STATE=ST_WWAIT;
             else if (valid && ~Hwritereg)
              NEXT_STATE=ST_READ;
            end
    ST_WENABLEP:begin
                 if (~valid && Hwritereg) 
                  NEXT_STATE=ST_IDLE;
                 else if (valid && Hwritereg)
                  NEXT_STATE=ST_WWAIT;
                 else if (valid && ~Hwritereg)
                  NEXT_STATE=ST_READ;
                end
    default: NEXT_STATE=ST_IDLE;
 endcase
end
reg [31:0] Paddr_temp,Pwdata_temp;
reg Pwrite_temp,Penable_temp,Hreadyout_temp;
reg [2:0] Pselx_temp;
always @(PRESENT_STATE,valid,Haddr,Haddr1,Haddr2,Hwrite,Hwdata,Hwdata1,Hwdata2,Prdata,tempselx)
 begin
    Paddr_temp=Paddr;
    Pwrite_temp=Pwrite;
    Pselx_temp=Pselx;
    Pwdata_temp=Pwdata;
    Penable_temp=Penable;
    Hreadyout_temp=Hreadyout;
    case(PRESENT_STATE)
      ST_IDLE:begin
                Paddr_temp=0;
                Pwrite_temp=0;
                Pselx_temp=0;
                Pwdata_temp=0;
                Penable_temp=0;
                Hreadyout_temp=1;
              end
      ST_WWAIT:begin
                Paddr_temp=Haddr;
                Pwrite_temp=Hwrite;
                Pselx_temp=tempselx;
                Pwdata_temp=Hwdata;
                Penable_temp=0;
                Hreadyout_temp=0;
               end
      ST_READ:begin
                Paddr_temp=Haddr;
                Pwrite_temp=0;
                Pselx_temp=tempselx;
                Pwdata_temp=0;
                Penable_temp=1;
                Hreadyout_temp=0;
              end
      ST_WRITE:begin
                Paddr_temp=Haddr;
                Pwrite_temp=Hwrite;
                Pselx_temp=tempselx;
                Pwdata_temp=Hwdata;
                Penable_temp=1;
                Hreadyout_temp=0;
               end
      ST_WRITEP:begin
                 Paddr_temp=Haddr1;
                 Pwrite_temp=Hwrite;
                 Pselx_temp=tempselx;
                 Pwdata_temp=Hwdata1;
                 Penable_temp=1;
                 Hreadyout_temp=0;
                end
      ST_RENABLE:begin
                  if (valid && ~Hwrite)
                    begin:RENABLE_TO_READ
                        Paddr_temp=Haddr;
                        Pwrite_temp=Hwrite;
                        Pselx_temp=tempselx;
                        Penable_temp=0;
                        Hreadyout_temp=0;
                    end
                  else if (valid && Hwrite)
                    begin:RENABLE_TO_WWAIT
                        Pselx_temp=0;
                        Penable_temp=0;
                        Hreadyout_temp=1;
                    end
                  else
                    begin:RENABLE_TO_IDLE
                        Pselx_temp=0;
                        Penable_temp=0;
                        Hreadyout_temp=1;
                    end
                 end
      ST_WENABLEP:begin
                   if (~valid && Hwritereg) 
                    begin:WENABLEP_TO_WRITEP
                       Paddr_temp=Haddr2;
                       Pwrite_temp=Hwrite;
                       Pselx_temp=tempselx;
                       Penable_temp=0;
                       Pwdata_temp=Hwdata;
                       Hreadyout_temp=0;
                      end
                    else 
                     begin:WENABLEP_TO_WRITE_OR_READ
                      Paddr_temp=Haddr2;
                      Pwrite_temp=Hwrite;
                      Pselx_temp=tempselx;
                      Pwdata_temp=Hwdata;
                      Penable_temp=0;
                      Hreadyout_temp=0;
                     end
                   end
      ST_WENABLE:begin
                   if (~valid && Hwritereg) 
                    begin:WENABLE_TO_IDLE
                     Pselx_temp=0;
                     Penable_temp=0;
                     Hreadyout_temp=0;
                    end
                    else 
                     begin:WENABLE_TO_WAIT_OR_READ
                      Pselx_temp=0;
                      Penable_temp=0;
                      Hreadyout_temp=0;
                     end
                  end
    endcase
end
always @(posedge Hclk)
 begin
  if (~Hresetn)
   begin
    Paddr<=0;
    Pwrite<=0;
    Pselx<=0;
    Pwdata<=0;
    Penable<=0;
    Hreadyout<=0;
   end
  else
   begin
        Paddr<=Paddr_temp;
        Pwrite<=Pwrite_temp;
        Pselx<=Pselx_temp;
        Pwdata<=Pwdata_temp;
        Penable<=Penable_temp;
        Hreadyout<=Hreadyout_temp;
   end
 end
endmodule
module bridge_top(Hclk,Hresetn,Hwrite,Hreadyin,Hreadyout,Hwdata,Haddr,Htrans,Prdata,Penable,Pwrite,Pselx,Paddr,Pwdata,Hreadyout,Hresp,Hrdata);
input Hclk,Hresetn,Hwrite,Hreadyin;
input [31:0] Hwdata,Haddr,Prdata;
input[1:0] Htrans;
output Penable,Pwrite,Hreadyout;
output [1:0] Hresp; 
output [2:0] Pselx;
output [31:0] Paddr,Pwdata;
output [31:0] Hrdata;
wire valid;
wire [31:0] Haddr1,Haddr2,Hwdata1,Hwdata2;
wire Hwritereg;
wire [2:0] tempselx;
ahb_slave AHBSlave (Hclk,Hresetn,Hwrite,Hreadyin,Htrans,Haddr,Hwdata,Prdata,valid,Haddr1,Haddr2,Hwdata1,Hwdata2,Hrdata,Hwritereg,tempselx,Hresp);
apb_controller APBControl ( Hclk,Hresetn,valid,Haddr1,Haddr2,Hwdata1,Hwdata2,Prdata,Hwrite,Haddr,Hwdata,Hwritereg,tempselx,Pwrite,Penable,Pselx,Paddr,Pwdata,Hreadyout);
endmodule
==> run notes <==
The synthesis and place-and-route flow finished, so here is a summary.

The core outline area is 12800 um2. In this run the cell area of the synthesized design comes to 6630 um2. The x dimension of the die came out at 117 um. The number of warning messages in the logs came out at 27. The setup TNS after final layout came out at 0 ns. The per-cell via count in the routed design is 5.60. The area share of xor/xnor cells in the synthesized design came out at 0.00132. The cell area after placement is 7810 um2. The kind of end point of the critical path is a primary output.

The first detailed-routing pass ran for 5 iterations. The final wirelength is 15.4 mm. The synthesis report lists the Yosys warning total as 0. Including well taps, the total number of placed cells is 898. Clock tree synthesis inserted a total of 17 buffers. The remaining max-slew budget at the tightest pin came out at 0.465. The die outline area came out at 13700 um2.

The number of buffers added to fix hold violations after cts is 0. The first global-routing pass estimated 24.6 mm of wire. The beginning of the critical path is Prdata[1]. The final-report hold violation count is 0. In this run the post-CTS setup repair buffer count came out at 0.

Per the synthesis report, the AND-OR/OR-AND share of the synthesized area is 0.214. Logic depth along the worst register-to-register path is recorded as 6. The run reported a max-capacitance violation count of 0.

The count of final setup violators came out at 0. At the pin with the least slew margin, the transition time is 0.802 ns. The share of the synthesized area in the top cell type came out at 0.514. The top-level I/O count came out at 206. The power density of the placed cells came out at 171 nW/um2. The number of levels in the clock H-tree came out at 4. Looking at the reg2reg group, the worst path starts from APBControl.PRESENT_STATE[0]$_SDFF_PN0_. For this design, Yosys synthesis ends with a cell count of 671. For this run, design rule violations remaining after detail routing come to 0. Looking at the setup timing report, the critical path kind is input port to primary output. Of all cell types, the one taking the most synthesized area is dfxtp_1. VDD sags by at most 0.128 mV. At the end of routability-driven placement, the weighted congestion stood at 0.816. The synthesized instance count came out at 671.

The maximum fanout along the worst path came out at 1. The yosys-reported design area after synthesis is 6630 um2. Yosys reports the multiplexer fraction of the synthesized area as 0. By area the synthesized netlist is led by dfxtp_1 51%, and2_1 9.6%, a22o_1 8.5%. The post-synthesis average cell area is 9.88 um2.

The number of placement rows is 41. The path length in cells of the critical path came out at 0. The count of cells in the finished layout, fillers not included, comes to 930.

The OpenROAD report gives the critical path a required time of 9.84 ns. The number of global-route vias before repair came out at 4960. The most common library cell in the layout ignoring fill and taps is dfxtp_1.

TritonCTS built the clock tree. For this design the static power due to leakage is 0.00314 uW. Setup repair after global routing left no endpoint under its margin. By instance count after routing, the leading logic cell types are 168 x dfxtp_1, 137 x clkdlybuf4s50_1, 102 x and2_1. Entering global routing, the biggest net connects 76 pins. STA classifies the critical path startpoint as an input port. For this run the aggregate overflow at the end of global routing stands at 0. The count of unique library cells instantiated by Yosys came out at 42.

From synthesis to final layout, the design area changed by 26.5%. The initial cell density of the core came out at 0.519. The total of buffers placed on input and output ports came out at 138. Of the total synthesized cell area, the portion taken by full adders, half adders and majority gates is 0.

The clock-pin slew on the worst setup and hold paths came out at 0.06 ns. Data on the critical path arrives at its endpoint at 2.46 ns. In this run the most critical hold path is launched from AHBSlave.Haddr1[28]$_SDFF_PN0_.

The synthesized design contains 173 register bits. The worst hold slack after final layout came out at 0.460 ns. The total number of vias came out at 5205. The number of buffers on the longest clock path came out at 2.

The upper clock frequency limit came out at 203 MHz. The number of register pins that no clock reaches is 3. The share of layout cells above drive strength 1 is 0.0646. The remaining antenna violation count is 0. The worst setup skew after layout came out at 0.00884 ns. The half-perimeter wire length after detailed placement came out at 8.84 mm.

The final-report max-slew violation count came out at 0. The clock network latency to the later pin of the worst-skew pair came out at 0.42 ns. The average wire per standard cell is 16.5 um.

The overall fraction of global-route tracks in use came out at 0.236. The number of antenna violations at the first check in global routing is 0. The first-iteration detailed-routing DRC count is 371. According to the hold report, the worst path is of the flop to flop type.

The cell area after layout is 8380 um2. Per the OpenROAD floorplan log, the height of the die is 117 um. The buffer type at the clock tree root is clkbuf_16. The final critical delay including setup and external delays came out at 4.92 ns. The total of cells resized after clock tree synthesis is 0. The run finished with clean final reports.

The count of cells along the worst hold path came out at 1. In this run, the synthesized area fraction spent on and/or/nand/nor cells is recorded as 0.185. 0 antenna diodes ended up in the layout. The share of the clock period used by the worst path after layout is 0.400. The share of the core filled with cells in the final layout is 0.656. Among the non-sequential cells, AND-OR/OR-AND gates take the most area.

The count of endpoints without a timing constraint is 3.
==> synthesized netlist by cell type (all sizes together) <==
cell type and n:
and4 1, o21ai 1, a221oi 32, and4b 1, nor2b 39, nand4 2, conb 1, a2bb2oi 1
nor2 4, dlxtp 3, inv 1, nor3 1, o2111a 1, or4 1, or3 1, clkinv 1
dfxtp 170, xor2 1, buf 43, o211ai 1, nor3b 1, a31oi 33, and2 102, and3b 1
nand3 1, a21oi 5, o22ai 1, clkbuf 52, a2111oi 1, o221ai 1, o21bai 1, a22oi 33
a2111o 1, nand2 65, or2 1, nor4b 1, o31ai 1, a22o 64
==> registers in the layout (all words and copies together), names as in the netlist <==
name,count
APBControl.Pselx,3
APBControl.Penable,1
APBControl.PRESENT_STATE,3
AHBSlave.Hwritereg,1
AHBSlave.Haddr2,32
APBControl.Pwrite,1
APBControl.Pwdata,32
APBControl.Hreadyout,1
APBControl.Paddr,32
AHBSlave.Hwdata1,32
APBControl.NEXT_STATE,3
AHBSlave.Haddr1,32
==> cell families after synthesis <==
| logic type | count (synthesis) |
|---|---|
| compound gates | 177 |
| xor+xnor | 1 |
| buf+inv | 97 |
| flops | 170 |
| latches | 3 |
| other cells | 1 |
| simple gates | 222 |
==> where the power goes <==
group	leakage (uW)	switching, uW	internal [uW]
Sequential	0.00142	32.3	603
Clock	0.000280	202	305
Combinational	0.00144	145	148
Total	0.00314	380	1060
==> layout make-up <==
class	instances	area, um2
Clock buffer	26	509
Tap cell	172	215
Clock inverter	6	61.3
Inverter	2	7.51
Sequential cell	173	3450
Timing Repair Buffer	149	1460
Multi-Input combinational cell	402	2680
Fill cell	977	4390
==> stage by stage <==
stage / total power [uW] / setup WS, ns
after global routing: 1510 / 7.38
after global placement: 935 / 7.13
final: 1440 / 7.38
after floorplan: 813 / 7.28
after CTS: 1450 / 7.38
after detailed placement: 938 / 7.12
==> path summary, 6_finish.rpt <==
check                                           to  slack (ns)
setup / recovery                         Hrdata[1]        7.38
hold / removal      AHBSlave.Haddr2[28]$_SDFF_PN0_        0.46
setup reg to reg  APBControl.Paddr[6]$_SDFFE_PN0P_        9.74
hold reg to reg     AHBSlave.Haddr2[28]$_SDFF_PN0_        0.46
==> layer usage <==
metal | vias up | part of all wire | track usage
li1 | 2496 | - | -
met1 | 2472 | 0.45 | 0.359
met2 | 185 | 0.45 | 0.354
met3 | 52 | 0.073 | 0.0577
met4 | 0 | 0.021 | 0.0574
met5 | - | 0 | 0
No activity file was given, so power comes from the tool's default toggle rates.
